<file path="design/flow/config.mk">
export PLATFORM = sky130hd
export DESIGN_NAME = DataMemory
export DESIGN_NICKNAME = DataMemory
export VERILOG_FILES = /design/flow/design.v
export SDC_FILE = /design/flow/constraint.sdc
export NUM_CORES = 4
export LEC_CHECK = 1
export CORE_UTILIZATION = 30
</file>
<file path="design/flow/run.sh">
#!/bin/bash
# OpenROAD 26Q1-2900-gdf79404cd8, Yosys 0.63+post, stock flow scripts
make -C /OpenROAD-flow-scripts/flow DESIGN_CONFIG=/design/flow/config.mk WORK_HOME=/design/flow/orfs finish
</file>
<file path="design/flow/design.v">
`timescale 1ns / 1ps
module DataMemory(
    input RD,
    input WR,
    input [31:0]DAddr,
    output reg[31:0] DataOut,
    input [31:0]DataIn,
    input CLK
    );
    reg[7:0] DataMem[0:255];
    integer i;
    initial
    begin
        for(i=0;i<255;i=i+1)
        begin
            DataMem[i]=0;
        end
    end
    always@(negedge CLK)
    begin
        if(RD==1)
        begin
            DataOut=32'bz;
        end
        else if(RD==0)
        begin
            DataOut={DataMem[DAddr],DataMem[DAddr+1],DataMem[DAddr+2],DataMem[DAddr+3]};
        end
        if(WR==0)
        begin
            DataMem[DAddr]=DataIn[31:24];
            DataMem[DAddr+1]=DataIn[23:16];
            DataMem[DAddr+2]=DataIn[15:8];
            DataMem[DAddr+3]=DataIn[7:0];
        end
    end
endmodule
</file>
<file path="design/flow/constraint.sdc">
current_design DataMemory

set clk_period 47.0
set clk_io_pct 0.2

create_clock -name clk0 -period $clk_period [get_ports {CLK}]

set non_clock_inputs [all_inputs -no_clocks]
set_input_delay [expr $clk_period * $clk_io_pct] -clock clk0 $non_clock_inputs
set_output_delay [expr $clk_period * $clk_io_pct] -clock clk0 [all_outputs]
</file>
==> load_flow_metrics.sql <==
-- generated from flow reports
INSERT INTO impl_metrics (metric_group, metric, value, unit) VALUES
('status', 'status', 'complete, no violations', ''),
('clocking', 'cts-hold-fix-buffers', '0', ''),
('layout', 'fillCellCount', '65840', ''),
('worst_setup_path', 'critical_path_peak_fanout', '69', ''),
('floorplanning', 'floorplan.rows', '302', ''),
('worst_setup_path', 'cp_startpoint_kind', 'input pin', ''),
('power_and_ir_drop', 'power.combinational.fraction', '24.9', '%'),
('worst_setup_path', 'critical_path.endpoint_type', 'flip-flop', ''),
('yosys', 'netlist-cell-type-count', '103', ''),
('floorplanning', 'core_area', '0.678', 'mm^2'),
('yosys', 'synth-edff-count', '2048', ''),
('detailed_routing', 'initialDrtViolationCount', '22776', ''),
('placement', 'dp_worst_setup_slack', '5.69', 'ns'),
('sta', 'worstMarginPinSlew', '1.38', 'ns'),
('yosys', 'synth.yosys.seq_area_share', '30.4', '%'),
('detailed_routing', 'drt_drc_violations_left', '0', ''),
('layout', 'areaGrowthSynthToFinish', '15.2', '%'),
('placement', 'hpwl', '955', 'mm'),
('sta', 'fin_setup_tns', '0', 'ns'),
('clocking', 'numClockSinks', '2080', ''),
('worst_setup_path', 'timing_worst_setup_path_type', 'in2reg', ''),
('clocking', 'cts_inserted_buffers', '297', ''),
('worst_setup_path', 'worst-r2r-setup-slack', '42.75', 'ns'),
('yosys', 'synth_chip_area', '0.204', 'mm^2'),
('global_routing', 'grt.met2_usage', '50.4', '%'),
('yosys', 'syn_area_per_cell', '11.1', 'um^2'),
('clocking', 'worstSkewPairLatency', '1.06', 'ns'),
('worst_setup_path', 'worstPathRequired', '24.07', 'ns'),
('worst_setup_path', 'worst_ep_arrival_time', '17.55', 'ns'),
('yosys', 'syn-instance-count', '18405', ''),
('floorplanning', 'io_pins', '99', ''),
('floorplanning', 'die.size.x', '827', 'um'),
('clocking', 'cts_max_level', '5', ''),
('global_routing', 'grt_use_total', '40.4', '%'),
('worst_setup_path', 'regToRegStartpoint', 'DataMem[202][1]$_DFFE_NP_', ''),
('sta', 'worst_clock_skew', '0.0936', 'ns'),
('sta', 'drv_slew', '0', ''),
('power_and_ir_drop', 'total_power', '7.05', 'mW'),
('sta', 'rsz0062_at_grt', 'no', ''),
('detailed_routing', 'drtPass1Iterations', '9', ''),
('power_and_ir_drop', 'clk_network_pwr_share', '44.8', '%'),
('clocking', 'clock_pin_slew_worst_setup_and_hold_paths', '0.04', 'ns'),
('power_and_ir_drop', 'seqPwrFrac', '30.2', '%'),
('sta', 'setup_ws', '6.52', 'ns'),
('detailed_routing', 'wl_per_cell', '46.1', 'um'),
('yosys', 'synth.cell_area', '0.204', 'mm^2'),
('placement', 'port-buffer-count', '73', ''),
('sta', 'final_hold_viol_count', '0', ''),
('global_routing', 'globalRoute.busiestLayer', 'met2', ''),
('floorplanning', 'fp_util', '30.2', '%'),
('detailed_routing', 'routed_via_density', '6.56', ''),
('yosys', 'ys_cells', '18405', ''),
('yosys', 'ys_async_sr_fraction', '0', '%'),
('global_routing', 'grt_start_max_net_pins', '101', ''),
('min_path', 'holdCritPathClass', 'reg2reg', ''),
('power_and_ir_drop', 'power.switching_fraction', '39.8', '%'),
('clocking', 'clock_tree_from_tritoncts', 'built', ''),
('sta', 'final-setup-viol-count', '0', ''),
('yosys', 'synth.yosys.warnings', '2', ''),
('global_routing', 'groute.layer.met1.usage', '42.7', '%'),
('power_and_ir_drop', 'p_per_area', '30.0', 'mW/mm^2'),
('placement', 'place.gp.congestion', '1.11', ''),
('power_and_ir_drop', 'switchingPower', '2.81', 'mW'),
('clocking', 'ctsRootBufferMaster', 'sky130_fd_sc_hd__clkbuf_16', ''),
('yosys', 'synth_register_bits', '2080', ''),
('worst_setup_path', 'r2r.worst_path.cells', '6', ''),
('floorplanning', 'die_outline_height', '827', 'um'),
('global_routing', 'grt_pass1_wl', '1750', 'mm'),
('global_routing', 'grt.met3_usage', '34.5', '%'),
('floorplanning', 'chip_area', '0.685', 'mm^2'),
('min_path', 'hold_path_startpoint', 'DataMem[0][0]$_DFFE_NP_', '');
[worst max-delay path by stage]
stage,start,end,slack [ns],cells after the start
6_report,DAddr[0],DataOut[25]$_DFF_N_,6.52,14
5_1_grt,DAddr[0],DataOut[25]$_DFF_N_,6.02,14
4_1_cts,DAddr[0],DataOut[25]$_DFF_N_,6.73,14
[critical path, cell delays in order]
cell and delay (ns):
sky130_fd_sc_hd__buf_16 0.32, sky130_fd_sc_hd__buf_4 0.69, sky130_fd_sc_hd__buf_12 0.47, sky130_fd_sc_hd__buf_4 0.64, sky130_fd_sc_hd__buf_4 0.59, sky130_fd_sc_hd__buf_4 0.61
sky130_fd_sc_hd__buf_4 0.65, sky130_fd_sc_hd__buf_4 0.72, sky130_fd_sc_hd__mux4_2 0.69, sky130_fd_sc_hd__mux4_2 0.67, sky130_fd_sc_hd__mux2i_1 0.54, sky130_fd_sc_hd__nor3_1 0.18
sky130_fd_sc_hd__a221oi_1 0.27, sky130_fd_sc_hd__nand4_1 0.76
[cell families after synthesis]
family / Yosys count / share of synthesized area, %
muxes: 6190 / 44.4
DFF: 2080 / 30.4
and+or+nand+nor: 4235 / 9.13
AOI/OAI and AO/OA: 3487 / 10.7
adders and majority gates: 9 / 0.0551
buffers and inverters: 2384 / 5.20
xor gates and xnor gates: 20 / 0.119
[power groups by stage]
stage / Clock, mW / Combinational, mW / Sequential [mW]
CTS: 3.20 / 1.64 / 2.13
global route: 3.39 / 1.73 / 2.13
finish: 3.16 / 1.76 / 2.13
[synth_stat cells, types with 50 or more instances]
cell type / n / share of area [%]
sky130_fd_sc_hd__a2111o_1: 58 / 0.32
sky130_fd_sc_hd__a211oi_1: 514 / 1.9
sky130_fd_sc_hd__a21o_1: 480 / 1.8
sky130_fd_sc_hd__a21oi_1: 814 / 2.0
sky130_fd_sc_hd__a22oi_1: 90 / 0.33
sky130_fd_sc_hd__a32oi_1: 50 / 0.21
sky130_fd_sc_hd__buf_1: 185 / 0.34
sky130_fd_sc_hd__buf_2: 663 / 1.6
sky130_fd_sc_hd__buf_4: 180 / 0.66
sky130_fd_sc_hd__clkbuf_1: 1322 / 2.4
sky130_fd_sc_hd__edfxtp_1: 2048 / 30
sky130_fd_sc_hd__mux2_2: 1587 / 8.7
sky130_fd_sc_hd__mux2i_1: 2453 / 12
sky130_fd_sc_hd__mux4_2: 2149 / 24
sky130_fd_sc_hd__nand2_1: 1813 / 3.3
sky130_fd_sc_hd__nand3_1: 475 / 1.2
sky130_fd_sc_hd__nand4_1: 75 / 0.23
sky130_fd_sc_hd__nor2_1: 1265 / 2.3
sky130_fd_sc_hd__nor2_2: 69 / 0.21
sky130_fd_sc_hd__nor3_1: 210 / 0.51
sky130_fd_sc_hd__nor3_2: 62 / 0.30
sky130_fd_sc_hd__o21ai_0: 846 / 2.1
sky130_fd_sc_hd__o21ai_1: 284 / 0.70
sky130_fd_sc_hd__o22ai_1: 85 / 0.26
[metrics by stage]
stage | utilization [%] | instances | hold WS, ns | instance area [um^2]
2_1_floorplan | - | 18405 | 0.760 | 204000
3_3_place_gp | 32.0 | 26310 | 1.11 | 217000
3_5_place_dp | 32.0 | 26312 | 1.10 | 217000
4_1_cts | 34.6 | 28921 | 1.09 | 235000
5_1_grt | 34.7 | 29067 | 1.19 | 235000
6_report | 34.8 | 29274 | 1.14 | 235000
[layer usage]
| layer | vias up | part of all wire [%] |
|---|---|---|
| li1 | 75307 | - |
| met1 | 95530 | 32 |
| met2 | 16889 | 39 |
| met3 | 4074 | 19 |
| met4 | 193 | 9.0 |
| met5 | - | 0.51 |
[cell usage in the layout (no fill, tap or decap), types with 50 or more instances in the layout]
cell                         synthesis  routed
sky130_fd_sc_hd__a32oi_1            50      50
sky130_fd_sc_hd__a21o_1            480     480
sky130_fd_sc_hd__edfxtp_1         2048    2048
sky130_fd_sc_hd__nand4_1            75      75
sky130_fd_sc_hd__inv_1               4    2143
sky130_fd_sc_hd__o21ai_0           846     827
sky130_fd_sc_hd__a2111o_1           58      58
sky130_fd_sc_hd__diode_2             0     352
sky130_fd_sc_hd__clkbuf_16           0     307
sky130_fd_sc_hd__nor3_1            210     107
sky130_fd_sc_hd__nand3_1           475     471
sky130_fd_sc_hd__a211oi_1          514     509
sky130_fd_sc_hd__a21oi_1           814     812
sky130_fd_sc_hd__o21ai_1           284     300
sky130_fd_sc_hd__mux2i_1          2453    2452
sky130_fd_sc_hd__buf_4             180    1223
sky130_fd_sc_hd__nor2_2             69     105
sky130_fd_sc_hd__nand2_1          1813    1799
sky130_fd_sc_hd__a22oi_1            90      89
sky130_fd_sc_hd__nor3_2             62     162
sky130_fd_sc_hd__mux2_2           1587    1587
sky130_fd_sc_hd__mux4_2           2149    2149
sky130_fd_sc_hd__clkinvlp_2          0      64
sky130_fd_sc_hd__nor2_1           1265    1197
sky130_fd_sc_hd__o22ai_1            85      85
[area by class of cell]
type | instances | area (um^2) | area share [%]
flip-flops and latches | 2080 | 62100 | 26.4
diodes | 352 | 881 | 0.374
repair buffers | 1316 | 10500 | 4.45
inverters | 7 | 38.8 | 0.0165
clock buffers | 307 | 7680 | 3.26
multi-input cells | 13941 | 133000 | 56.5
well taps | 8968 | 11200 | 4.77
clock inverters | 2303 | 10000 | 4.26
[flip-flops by register name, summed over array words and instances, names as in the netlist]
name / flops
DataOut: 32
DataMem: 2048
