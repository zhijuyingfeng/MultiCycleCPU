==> ./design.v <==
`timescale 1ns / 1ps
module RegisterFile(
    input[4:0] ReadReg1,
    input[4:0] ReadReg2,
    input CLK,
    input RegWre,
    output[31:0]ReadData1,
    output[31:0]ReadData2,
    input [31:0] WriteData,
    input [4:0]WriteReg
    );
    reg[7:0] RegMem[0:127];
    integer i;
    initial
    begin
        for(i=0;i<127;i=1+i)
        begin
            RegMem[i]=8'b0000_0000;
        end
    end
    assign ReadData1={RegMem[ReadReg1<<2],RegMem[(ReadReg1<<2)+1],RegMem[(ReadReg1<<2)+2],RegMem[(ReadReg1<<2)+3]};
    assign ReadData2={RegMem[ReadReg2<<2],RegMem[(ReadReg2<<2)+1],RegMem[(ReadReg2<<2)+2],RegMem[(ReadReg2<<2)+3]};
    always@(posedge CLK)
    begin
        if(RegWre==1)
        begin
            RegMem[WriteReg<<2]=WriteData[31:24];
            RegMem[(WriteReg<<2)+1]=WriteData[23:16];
            RegMem[(WriteReg<<2)+2]=WriteData[15:8];
            RegMem[(WriteReg<<2)+3]=WriteData[7:0];
        end
    end
endmodule
==> ./run.sh <==
#!/bin/bash
# OpenROAD 26Q1-2900-gdf79404cd8, Yosys 0.63+post, stock flow scripts
make -C /OpenROAD-flow-scripts/flow DESIGN_CONFIG=/design/flow/config.mk WORK_HOME=/design/flow/orfs finish
==> ./config.mk <==
export PLATFORM = sky130hd
export DESIGN_NAME = RegisterFile
export DESIGN_NICKNAME = RegisterFile
export VERILOG_FILES = /design/flow/design.v
export SDC_FILE = /design/flow/constraint.sdc
export NUM_CORES = 4
export LEC_CHECK = 1
export CORE_UTILIZATION = 40
==> ./constraint.sdc <==
current_design RegisterFile

set clk_period 7.6
set clk_io_pct 0.2

create_clock -name clk0 -period $clk_period [get_ports {CLK}]

set non_clock_inputs [all_inputs -no_clocks]
set_input_delay [expr $clk_period * $clk_io_pct] -clock clk0 $non_clock_inputs
set_output_delay [expr $clk_period * $clk_io_pct] -clock clk0 [all_outputs]
==> flow_summary.json <==
{
  "vias_per_cell": 5.99,
  "via_count": 24900,
  "portBuffers": 112,
  "top_layer": "met5",
  "p_sw_share_pct": 23.1,
  "status": "finished, final reports clean",
  "die_area_um2": 101000,
  "fp_util_pct": 40.4,
  "clk_path_buf_depth": 3,
  "cp-end-kind": "output pin",
  "cts_tree": "yes",
  "worst_slew_pin_slew_ps": 926,
  "fin_crit_sh_pct": 83.2,
  "dr.first_iter.drc_count": 1755,
  "endpoint": "ReadData1[16]",
  "top_area_cell": "edfxtp_1",
  "synth.avg_cell_area_um2": 14.8,
  "dr_wl_met3_um": 20400,
  "drive_gt1_share_pct": 11.0,
  "place_ws_ps": 1260,
  "ys_seq_share_pct": 62.8,
  "timing.fmax_ghz": 0.158,
  "finalNonFillerCells": 4162,
  "yosys_warnings": 1,
  "first_pass_iters": 9,
  "wl_um": 123000,
  "tns_ps": 0,
  "largest_reg_flops": 832,
  "leakagePower_nw": 16.5,
  "logic_family": "multiplexers",
  "dr_wl_met2_um": 55300,
  "top_cells_by_area": "edfxtp_1 (63%), mux2i_1 (19%), a22oi_1 (2.7%), a22o_1 (2.1%), nand3_1 (1.9%)",
  "design_area_um2": 45600,
  "core_um2": 98400,
  "internal_power_w": 0.00820,
  "clock_tree.root_cell": "clkbuf_16",
  "synth.distinct_cells": 26,
  "h-tree-depth": 3,
  "p_sw_w": 0.00246,
  "cts_made_buffers": 93,
  "min_path_type": "in -> reg",
  "simple_gate_area_share_pct": 4.53,
  "layout_top_cells": "edfxtp_1 (832), mux2i_1 (768), nand2_1 (150), nand3_1 (148)",
  "area_growth_syn_to_layout_pct": 14.6,
  "antenna_found_initial": 3,
  "warnings": 25,
  "ir_drop_mv": 0.176,
  "finalPower_w": 0.0107,
  "ys_cells": 2687,
  "ys_sh_xor_pct": 0,
  "clk_pin_slew_ps": 50,
  "drc_errors": 0,
  "synthAoiAreaFrac_pct": 7.40,
  "grt_first_pass_wirelength_um": 176000,
  "dpl-instance-area_um2": 42400,
  "holdBufCountCts": 0,
  "grt_max_degree": 80,
  "comb_power_share_pct": 8.9,
  "top_cell_area_share_pct": 62.8,
  "met1_length_um": 42800,
  "hold_viol_final": 0,
  "post_cts_buffers": 0,
  "drv_cap": 0,
  "cts.repair.resized": 0,
  "drtAntennaViolNets": 0,
  "syn_area_um2": 39800,
  "mux_share_pct": 21.8,
  "worstPathArrival_ps": 4810,
  "track_usage_pct": 26.4,
  "fin_ws_ps": 1270,
  "grt_pass1_vias": 26400,
  "worstPathMaxFanout": 42,
  "ys.flops": 832,
  "synthCells": 2687,
  "slew_headroom_pct": 38.1,
  "cellPowerDensity_nw_per_um2": 234,
  "layout_top_cell": "edfxtp_1",
  "seqPwrFrac_pct": 48.1,
  "cp-start-kind": "input port",
  "setup_viol": 0,
  "ys_chip_area_um2": 39800,
  "crit_type": "in -> out",
  "die_w_um": 317,
  "min_period_ps": 6330,
  "wl_per_cell_um": 29.4,
  "p_clk_share_pct": 43.0,
  "slew_viol_final": 0,
  "clock_sinks": 832,
  "required_ps": 6080,
  "overflow": 0,
  "io_pins": 113,
  "die_h_um": 317,
  "rsz0062_at_grt": "false",
  "startpoint": "ReadReg1[0]",
  "hpwl_um": 67800,
  "gp_congestion": 0.905,
  "row_count": 115,
  "place_inst": 3987,
  "ys_sh_adder_pct": 0
}
## critical path, cell delays in order
cell             delay, ps
clkdlybuf4s50_1        470
buf_4                  340
and2_4                 740
buf_4                  500
a21oi_1                120
a31oi_1                310
nand3_1                250
clkdlybuf4s50_1        480
## routing by layer
metal	global-route usage, %	up-vias
li1	-	10900
met1	32.0	12100
met2	38.5	1652
met3	19.0	255
met4	6.91	8
met5	1.56	-
## Yosys cell counts
cell type and n:
mux2i_1 768, edfxtp_1 832, mux2_2 16, buf_6 35, and2b_1 2, a22oi_1 144
nand3_1 148, and2_1 2, nand2_1 150, nor2_1 33, clkbuf_1 28, nor2b_1 5
a31oi_1 48, buf_2 88, or2_2 3, mux4_2 10, clkbuf_4 6, nand4_1 1
nor2_2 2, a21oi_1 144, mux4_1 22, buf_8 2, buf_4 48, a22o_1 96
nor3_1 48, nand2b_1 6
## stage by stage
step                hold slack, ps  util (%)
CTS                           1590      46.3
global placement              2230      43.1
global route                  1630      46.3
floorplan                     1620         -
finish                        1620      46.3
detailed placement            2280      43.1
## power groups by stage
stage     Clock (W)  Combinational [W]  Sequential (W)
6_report    0.00458           0.000950         0.00513
5_1_grt     0.00481            0.00101         0.00513
4_1_cts     0.00464           0.000945         0.00513
## kinds of logic after synthesis
logic type | after synthesis
buffers and inverters | 207
AND-OR/OR-AND | 432
flip-flops | 832
multiplexers | 816
AND/OR/NAND/NOR | 400
## how the worst min path moves through the flow
stage | startpoint | to | cells past startpoint
6_report | WriteData[30] | RegMem[12][6] | 1
5_1_grt | WriteData[27] | RegMem[8][3] | 1
4_1_cts | WriteData[30] | RegMem[16][6] | 1
## layout make-up
type                            count  area [um2]
Timing Repair Buffer              220        2150
Clock inverter                     70         769
Tap cell                         1287        1610
Clock buffer                      104        2390
Multi-Input combinational cell   1648       13700
Fill cell                        8356       52800
Sequential cell                   832       25000
Antenna cell                        1        2.50
Power is estimated from default activity; no workload was simulated.
